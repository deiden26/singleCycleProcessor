**config.mk**
```make
export PLATFORM = sky130hd
export DESIGN_NAME = gprFile
export DESIGN_NICKNAME = gprFile
export VERILOG_FILES = /design/flow/design.v
export SDC_FILE = /design/flow/constraint.sdc
export NUM_CORES = 4
export LEC_CHECK = 1
export CORE_UTILIZATION = 30
```
**constraint.sdc**
```tcl
current_design gprFile

set clk_period 27.5
set clk_io_pct 0.2

create_clock -name clk0 -period $clk_period [get_ports {clk}]

set non_clock_inputs [all_inputs -no_clocks]
set_input_delay [expr $clk_period * $clk_io_pct] -clock clk0 $non_clock_inputs
set_output_delay [expr $clk_period * $clk_io_pct] -clock clk0 [all_outputs]
```
**design.v**
```verilog
module gprFile
	(input clk,
	 input reset,
	 input regWr,
	 input [0:4] Rs,
	 input [0:4] Rt,
	 input [0:4] Rd,
	 input Rdst,
	 input jal_instr,
	 input [0:31] busW,
	 output logic [0:31] busA,
	 output logic [0:31] busB
	 );
	 reg [0:31] regFile[0:31];
	 reg [0:4] Rw;
	 reg [0:4] Rd_or_Rt;
	 integer i;
	 always @(posedge clk) begin
	 	if(reset) begin
		 	for (i = 0; i < 32; i = i+1) begin
	 			regFile[i] = 0;
 			end
		end 
		else begin
			 case(Rdst)
			 	0: Rd_or_Rt = Rt;
				1: Rd_or_Rt = Rd;
			 endcase
			 case(jal_instr)
		 	 	0: Rw = Rd_or_Rt;
				1: Rw = 5'b11111;
			 endcase
			if(regWr)
				regFile[Rw] =busW;
			else
				regFile[Rw] <=regFile[Rw];
			regFile[0] <= 0;
		end
	end 
	assign busA=regFile[Rs];
	assign busB=regFile[Rt];
endmodule
```
**run.sh**
```bash
#!/bin/bash
# OpenROAD 26Q1-2900-gdf79404cd8, Yosys 0.63+post, stock flow scripts
make -C /OpenROAD-flow-scripts/flow DESIGN_CONFIG=/design/flow/config.mk WORK_HOME=/design/flow/orfs finish
```
==> results.toml <==
# implementation run metrics
[clocking]
h-tree-depth = 3
cts_hold_buffers = 0
clk_latency_ns = 0.83
cts_setup_buffers = 0
cts_resized = 0
clk_path_buf_depth = 3
cts_tree = "yes"
numCtsBuffers = 113
path_clk_slew_ns = 0.06
clock_sinks = 992
root_buffer = "clkbuf_16"

[critical_path]
cp_max_fo = 23
worstPathArrival_ns = 9.81
cp_top_family = "buffers and inverters"
crit_required_ns = 22.00
startpoint_type = "primary input"
reg2reg_from = "regFile[25][6]$_SDFFE_PP0P_"
slowest_stage = "nor2_4"
cp_num_buf_inv = 5
cpMostUsedCell = "buf_4"
cp_cell_sequence = "clkdlybuf4s50_1 -> buf_4 -> nand3b_1 -> nor2_4 -> buf_4 -> buf_4 -> a22o_1 -> a221oi_1 -> nand3_1 -> or3_1 -> clkdlybuf4s50_1"
crit_type = "in2out"
critPathCaptureType = "primary output"
max_stage_delay_ns = 0.71
cp-startpoint = "Rt[0]"

[routing]
wire_per_inst_um = 51.15
drt_iter0_markers = 13620
drcViolationCount = 0
ant_nets = 0
first_pass_iters = 12
dr_total_vias = 69310
avgViaCountPerCell = 7.830
wirelength_mm = 452.7

[synth]
ys_async_sr_fraction = 0
yosys_cells = 6468
netlist_area_mm2 = 0.05271
syn_area_per_cell_um2 = 8.149
ys_area_mm2 = 0.05271
post-synth-top-area-cell = "dfxtp_1"
syn_inst = 6468
yosysWarnings = 2
top_area_frac = 0.3768
synth-main-ff-cell = "dfxtp_1"
top_cells_by_area = "dfxtp_1 38%, a22oi_1 10%, nand3_1 6.7%"
synth-edff-count = 0
yosysUniqueCellTypes = 98
ys_seq_frac = 0.3768
synth_flops = 992

[cells_and_area]
drive_above_1_share = 0.1322
top_regs = "regFile: 992 flops"
nFillCells = 17850
areaGrowthSynthToFinish_pct = 17.36
final_area_mm2 = 0.06186
top_register = "regFile"
largest_reg_flops = 992

[die]
num_io_pins = 116
die_area_mm2 = 0.1774
initial_core_util = 0.3026
rows = 153
dieHeight_um = 421.2
die_x_um = 421.2
core_mm2 = 0.1742

[power]
pwr_density_cell_mw_per_mm2 = 58.29
sw_frac_of_total = 0.3083
p_seq_frac = 0.414
clkPwrFrac = 0.469
ir_worst_vdd_uv = 49.80
p_leak_nw = 19.21
p_comb_frac = 0.118
p_sw_mw = 1.112
finalPower_mw = 3.605
intPower_mw = 2.494

[final_timing]
worst_pin_slew_ns = 1.313
fin_crit_ns = 15.31
finalSetupViolations = 0
finalClockPeriodUsage = 0.5566
fmax_mhz = 65.33
drv_slew = 0
finClkSkew_ns = 0.05099
slew-limit-headroom = 0.1223
finalSetupTns_ns = 0
final-hold-violation-count = 0
rsz0062_at_grt = "no"

[global_route]
grt_pass1_wl_mm = 589.0
antenna_found_initial = 66
grt-ovfl-total = 0
grt_pass1_vias = 61290
grt_start_max_net_pins = 107
grt_usage = 0.5058

[placed_design]
dp_hpwl_mm = 277.8
dpl_cell_area_mm2 = 0.05763
port-buffer-count = 115
gp_congestion = 1.133

[min_path]
min-delay-start = "regFile[1][19]$_SDFFE_PP0P_"
worst_hold_path_type = "reg2reg"

[flow_run]
warning_count = 32
max_cap_viol_count = 0

[outcome]
status = "finished clean"
[metrics by stage]
stage	utilization	cells	setup slack, ns	hold slack, ns
floorplan	-	6468	14.64	0.4490
global placement	0.3308	8550	12.60	0.4761
detailed placement	0.3308	8550	12.50	0.4747
CTS	0.3538	8764	12.48	0.4822
global route	0.3541	8780	12.33	0.4995
finish	0.3551	8851	12.19	0.4810
[per-layer routing]
layer | track usage | vias up | wire length, um | share of wire
met5 | 0.06962 | - | 1469 | 0.0032
met4 | 0.3940 | 69 | 49130 | 0.11
met3 | 0.3582 | 3018 | 81410 | 0.18
met2 | 0.6211 | 7835 | 164200 | 0.36
met1 | 0.5877 | 32930 | 156400 | 0.35
li1 | - | 25460 | - | -
[worst register-to-register path, stage by stage (launching register included)]
cell      delay, ns
dfxtp_1        0.35
a21boi_0       0.14
o21a_1         0.21
nor4_1         0.38
nand4_1        0.92
buf_4          0.55
o221ai_2       0.45
buf_4          0.33
o21ai_0        0.13
[power by group through the flow]
stage	registers (mW)	clock network, mW	logic (mW)
CTS	1.49	1.68	0.378
global route	1.49	1.74	0.402
finish	1.49	1.69	0.424
[kinds of logic (layout without fill, tap and decap cells)]
kind of cell | count (synthesis) | in the layout | share of synthesized area
compound gates | 2732 | 2732 | 0.3738
simple gates | 1959 | 1959 | 0.1830
flops | 992 | 992 | 0.3768
buf+inv | 759 | 730 | 0.06099
mux | 26 | 26 | 0.005365
other cells | 0 | 87 | 0
[cells in the mapped netlist, drive strengths merged (57+ instances only)]
library cell and n:
nand2 243, dfxtp 992, clkbuf 585, a21oi 225, nand3 706, nor2 530
a22oi 735, nor3 75, a22o 246, nand4 139, or3 68, a211oi 385
o21ai 563, a221oi 220, buf 167, o22ai 61, and3 57, a222oi 75
[area by class of cell]
| class | instances | area, um2 | area share |
|---|---|---|---|
| multi-input combinational | 4717 | 30660 | 0.4957 |
| inverter | 7 | 33.78 | 0.0005461 |
| clock buffer | 142 | 3098 | 0.05008 |
| tap | 2325 | 2909 | 0.04703 |
| clock inverter | 72 | 910.9 | 0.01473 |
| sequential | 992 | 19860 | 0.3210 |
| timing repair buffer | 509 | 4167 | 0.06736 |
| antenna | 87 | 217.7 | 0.003520 |
[cell usage in the layout, fill, tap and decap left out, types with 35 or more instances in the layout]
cell type,synthesis,final
o22ai_1,58,58
a222oi_1,75,75
a22o_1,246,246
a211oi_1,370,363
clkdlybuf4s50_1,0,111
a22oi_1,733,732
and3_1,57,57
clkbuf_16,0,114
nor3_1,73,58
a221oi_1,220,220
a21oi_1,217,209
diode_2,0,87
or3_1,67,66
nand2_1,243,210
nand3_1,706,706
nor2_4,0,74
dfxtp_1,992,992
o21ai_1,86,83
o21ai_0,466,466
nor2_1,525,448
or4_1,35,35
buf_4,15,391
nand4_1,139,139
[path summary, 6_finish.rpt]
path / endpoint / slack, ns / cells after the start
max: busB[12] / 12.19 / 11
min: regFile[1][19]$_SDFFE_PP0P_ / 0.48 / 2
max reg2reg: regFile[20][6]$_SDFFE_PP0P_ / 23.87 / 8
min reg2reg: regFile[1][19]$_SDFFE_PP0P_ / 0.48 / 2
