==> /design/flow/design.v <==
module alufpu(busA, busB, ALUctrl, fbusA, fbusB, FPUctrl, ALUout, FPUout, gp_branch, fp_branch);
	input [0:31] busA, busB, fbusA, fbusB;
	input [0:3] ALUctrl;
	input FPUctrl;
	output [0:31] ALUout, FPUout;
	output reg gp_branch, fp_branch;
	reg branch;
	reg [0:31] multOut, multuOut, FPUout, ALUout, busAout, fbusAout;
	reg [0:31]  sllOut, srlOut, sraOut;
	reg [0:31]  addOut, subOut;
	reg [0:31]  orOut, andOut, xorOut;
	reg [0:31]  seqOut, sneOut, sltOut, sgtOut, sleOut, sgeOut;
	reg [0:31]  lhiOut;
	always@(*)
	begin
	sllOut <= busA << busB;
	srlOut <= busA >> busB;
	sraOut <= $signed(busA) >>> busB;
	addOut <= busA + busB;
	subOut <= busA - busB;
	andOut <= busA & busB;
	orOut <= busA | busB;
	xorOut <= busA ^ busB;
	lhiOut <= busB;
	if (busA==busB) begin
	seqOut <= 1;
	sneOut <= 0;
	end
	else begin
	seqOut <= 0;
	sneOut <= 1;
	end
	if (busA<=busB) begin
	sleOut <= 1;
	sgtOut <= 0;
	end
	else begin
	sleOut <= 0;
	sgtOut <= 1;
	end
	if (busA>=busB) begin
	sgeOut <= 1;
	sltOut <= 0;
	end
	else begin
	sgeOut <= 0;
	sltOut <= 1;
	end
	case (ALUctrl)
	0: ALUout <= sllOut;
	1: ALUout <= srlOut;
	2: ALUout <= sraOut;
	3: ALUout <= addOut;
	4: ALUout <= subOut;
	5: ALUout <= orOut;
	6: ALUout <= andOut;
	7: ALUout <= xorOut;
	8: ALUout <= seqOut;
	9: ALUout <= sneOut;
	10: ALUout <= sltOut;
	11: ALUout <= sgtOut;
	12: ALUout <= sleOut;
	13: ALUout <= sgeOut;
	14: ALUout <= lhiOut;
	endcase
	 gp_branch = ALUout[31];
	end
	always@(*)
        begin
        multOut <= fbusA * fbusB;
        if (multOut>2147483648)
                multuOut <= 0 - multOut;
        else
                multuOut <= multOut;
        if (FPUctrl == 0)
                FPUout <= multOut;
        else
                FPUout <= multuOut;
        fp_branch = 0;
        end
endmodule
==> /design/flow/run.sh <==
#!/bin/bash
# OpenROAD 26Q1-2900-gdf79404cd8, Yosys 0.63+post, stock flow scripts
make -C /OpenROAD-flow-scripts/flow DESIGN_CONFIG=/design/flow/config.mk WORK_HOME=/design/flow/orfs finish
==> /design/flow/config.mk <==
export PLATFORM = sky130hd
export DESIGN_NAME = alufpu
export DESIGN_NICKNAME = alufpu
export VERILOG_FILES = /design/flow/design.v
export SDC_FILE = /design/flow/constraint.sdc
export NUM_CORES = 4
export LEC_CHECK = 1
export CORE_UTILIZATION = 30
==> /design/flow/constraint.sdc <==
current_design alufpu

set clk_period 22.8
set clk_io_pct 0.2

create_clock -name clk0 -period $clk_period

set non_clock_inputs [all_inputs -no_clocks]
set_input_delay [expr $clk_period * $clk_io_pct] -clock clk0 $non_clock_inputs
set_output_delay [expr $clk_period * $clk_io_pct] -clock clk0 [all_outputs]
==> impl_metrics.yaml <==
# implementation run metrics
cts:
  ctsResizeCount: 0
  ctsHoldBuffers: 0
  post_cts_buffers: 0
final_timing:
  fin_tns_setup_ps: 0
  period_used_share: 0.783
  slew_viol_final: 0
  finalSetupViolCount: 0
  clock.fmax_mhz: 56.0
  period_needed_ps: 17850
  hold_violations: 0
  max_slew_margin: 0.325
  worst-slew-pin-transition_ps: 1000
  unclocked_regs: 32
  unconstrained_endpoints: 65
  rsz0062_at_grt: "false"
power_and_ir_drop:
  irDropWorstVdd_uv: 1990
  netSwitchingPower_mw: 6.82
  p_leak_nw: 13.4
  powerDensity_nw_per_um2: 484
  power.internal_mw: 7.52
  p_sw_frac: 0.475
synth:
  ys_cells: 3399
  async_reset_ff_frac: 0
  ys.flops: 32
  ff_type: "dlxtn_1"
  ys_types: 97
  top_area_frac: 0.309
  avgSynthCellArea_um2: 7.83
  synthCells: 3399
  top_area_cell: "fa_1"
  yosysWarnings: 1
  yosys_area_um2: 26600
  syn_area_um2: 26600
  synth-edff-count: 0
  area_leaders: "fa_1, ha_1, and2_1"
finish:
  stdcell_area_um2: 29600
  syn2layout_area_growth_pct: 11.3
  final_cell_mix: "inv_1, fa_1, nand2_1"
  num-fill-cells: 9269
  reg.largest.list: "ALUout x32"
  top_register: "ALUout"
  largest_register_ffs: 32
  layout_top_cell: "inv_1"
  final_layout_size_suffix_gt1_frac: 0.0416
worst_setup_path:
  crit_arrival_ps: 13290
  crit_fanout: 25
  cp-start-kind: "input port"
  required_ps: 18240
  endpoint_kind: "output pin"
  path_class: "input port to output pin"
flow_run:
  warnings: 96
  maxCapViolCount: 0
run_status:
  status: "finished, final reports clean"
global_routing:
  antenna_found_initial: 6
  grt_max_degree: 83
  grt-ovfl-total: 0
  grt.busiest_layer: "met2"
  use_met3: 0.0640
  use_met2: 0.330
  grt_pass1_wl_um: 148000
  met1_usage: 0.317
  track_usage: 0.221
  grt_pass1_vias: 24200
placed_design:
  dpl-instance-area_um2: 29600
  port_buffers: 198
  gp_congestion: 1.01
  hpwlAfterDp_um: 76400
detailed_routing:
  first_iter_violations: 1868
  vias: 24600
  postRouteAntennaNets: 0
  routed_wl_um: 96600
  drcViolationCount: 0
  routedWlPerCell_um: 21.0
  drtPass1Iterations: 6
  vias_per_cell: 5.35
floorplanning:
  num_rows: 108
  ios: 199
  die_w_um: 300
  dieHeight_um: 300
  core_area_um2: 87300
  fp_util: 0.305
  die_area_um2: 89900
hold_path:
  worstHoldPathType: "input port to output pin"
-- per-layer routing --
layer	vias to the layer above	routed length, µm
li1	11300	-
met1	12000	41700
met2	1091	42500
met3	200	8950
met4	10	3430
met5	-	96
-- synth_stat cells (16+ instances only) --
cell type,number
inv_1,475
fa_1,410
nand2_1,341
and2_1,330
nor2_1,225
ha_1,220
clkbuf_1,184
a21oi_1,155
o21ai_0,154
xnor2_1,69
mux2i_1,49
nor3_1,47
a211oi_1,42
xor2_1,40
a221oi_1,35
nand3_1,34
dlxtn_1,32
a21o_1,29
o211ai_1,28
a221o_1,25
nand2b_1,24
a31oi_1,23
buf_1,23
nor4_1,22
o221ai_1,21
and3_1,19
or3_1,19
a22oi_1,18
o22ai_1,16
-- per-stage QoR --
stage,hold WS (ps),power (mW),util,setup WS [ps],instances
floorplan,9150,8.56,-,6500,3399
global placement,10160,14.4,0.339,4990,4591
detailed placement,10150,14.4,0.339,4950,4591
CTS,10150,14.5,0.339,4910,4591
global route,10190,15.9,0.339,4460,4591
finish,10170,14.3,0.339,4950,4593
-- logic make-up (layout without fill, tap and decap cells) --
group / after synthesis / count (layout) / share of synthesized area
buffers and inverters: 704 / 741 / 0.101
muxes: 76 / 76 / 0.0347
and+or+nand+nor: 1139 / 1139 / 0.216
xor gates and xnor gates: 110 / 110 / 0.0367
other: 1 / 3 / 0.000141
AOI/OAI and AO/OA: 707 / 707 / 0.181
adders and majority gates: 630 / 630 / 0.412
latches: 32 / 32 / 0.0181
-- final cells by class --
cell class / instances / area (µm²) / share of cell area
sequential: 32 / 480 / 0.0162
antenna: 2 / 5.00 / 0.000169
tap: 1155 / 1450 / 0.0488
timing repair buffer: 263 / 2450 / 0.0828
inverter: 478 / 1790 / 0.0606
multi-input combinational: 2663 / 23400 / 0.791
-- worst max-delay path, cell delays in order --
cell and delay [ps]:
clkdlybuf4s50_1 840, and2_1 370, fa_1 570, fa_1 450
fa_1 510, inv_1 50, fa_1 470, inv_1 50
fa_1 490, inv_1 50, fa_1 530, inv_1 50
fa_1 380, fa_1 470, ha_1 370, a21o_1 240
a31o_1 260, a221oi_2 290, o21ai_2 140, a31o_1 250
a2111oi_2 400, o21ai_1 150, a21bo_1 190, buf_4 230
nor3_1 250, xor2_1 180, clkdlybuf4s50_1 480
-- worst paths after layout --
kind	startpoint	endpoint	slack, ps	cells after the start
setup / recovery	fbusA[18]	FPUout[22]	4950	27
hold / removal	FPUctrl	FPUout[0]	10170	3
-- power groups by stage --
stage	Combinational (mW)	Sequential (mW)	Clock, mW
5_1_grt	15.9	0.00375	0
4_1_cts	14.5	0.00370	0
Power and IR drop assume default switching activity.
